File: flow/design.v
module CombAddSub_(add_en, sub_en, dataA, dataB, Q);
    input [127:0] dataA, dataB;
    input add_en, sub_en;
    output [127:0] Q;
    assign Q = (add_en) ? dataA + dataB : (sub_en) ? dataA - dataB : dataA;
endmodule
File: flow/run.sh
#!/bin/bash
# OpenROAD 26Q1-2900-gdf79404cd8, Yosys 0.63+post, stock flow scripts
make -C /OpenROAD-flow-scripts/flow DESIGN_CONFIG=/design/flow/config.mk WORK_HOME=/design/flow/orfs finish
File: flow/config.mk
export PLATFORM = sky130hd
export DESIGN_NAME = CombAddSub_
export DESIGN_NICKNAME = CombAddSub_
export VERILOG_FILES = /design/flow/design.v
export SDC_FILE = /design/flow/constraint.sdc
export NUM_CORES = 4
export LEC_CHECK = 1
export CORE_UTILIZATION = 30
File: flow/constraint.sdc
current_design CombAddSub_

set clk_period 80.1
set clk_io_pct 0.2

create_clock -name clk0 -period $clk_period

set non_clock_inputs [all_inputs -no_clocks]
set_input_delay [expr $clk_period * $clk_io_pct] -clock clk0 $non_clock_inputs
set_output_delay [expr $clk_period * $clk_io_pct] -clock clk0 [all_outputs]
==> flow_metrics.py <==
# Synthesis and PnR figures
metrics = {
    "outcome": {
        "status": "completed",
    },
    "cts": {
        "cts.repair.resized": 0,
        "cts-hold-fix-buffers": 0,
        "postCtsSetupBuffers": 0,
    },
    "layout": {
        "mostFrequentLayoutCells": "a21oi_1, clkdlybuf4s50_1, inv_1",
        "layout_top_cell": "a21oi_1",
        "comb_area_mm2": 0.01821,
        "nFlopsAndLatches": 0,
        "n_clock_buffer": 0,
        "layout-drive-gt1-share_pct": 3.278,
        "fin_util_pct": 37.15,
        "fillers": 7204,
        "flop_area_um2": 0,
        "syn_to_final_growth_pct": 22.19,
    },
    "synth": {
        "synth_warnings": 0,
        "top_cell_area_share_pct": 15.87,
        "yosys_cells": 3215,
        "netlist_instances": 3215,
        "ys_types": 96,
        "synth.avg_cell_area_um2": 6.229,
        "seq_area_frac_synth_pct": 0,
        "ys_area_mm2": 0.02003,
        "synthTopCellsByArea": "ha_1, a21oi_1, inv_1",
        "top_area_cell": "ha_1",
        "synth_area_mm2": 0.02003,
    },
    "floorplanning": {
        "dieArea_mm2": 0.06779,
        "initCoreUtil_pct": 30.41,
        "die_h_um": 260.4,
        "rows": 94,
        "dieWidth_um": 260.4,
        "ios": 386,
        "core_region_area_mm2": 0.06586,
    },
    "final_timing": {
        "hold_viol": 0,
        "clock.fmax_ghz": 0.02661,
        "setup_viol": 0,
        "finalCritPeriodShare_pct": 46.91,
        "finalSetupTns_ps": 0,
        "rsz0062_at_grt": "false",
        "max-slew-margin-rel_pct": 28.89,
        "maxSlewViolCount": 0,
        "worst_slew_pin_slew_ps": 1057,
        "period_minus_slack_ps": 37580,
    },
    "critical_path": {
        "worstSetupPathType": "in2out",
        "critPathRequiredTime_ps": 64080,
        "critPathCaptureType": "output pin",
        "critPathMaxFanout": 4,
        "critPathLaunchType": "input port",
        "crit_start": "dataA[0]",
        "worstPathArrival_ps": 21560,
    },
    "global_routing": {
        "grt_usage_pct": 31.49,
        "antenna_found_initial": 14,
        "first_global_vias": 25470,
        "grt_pass1_wl_um": 161400,
        "grt_max_degree": 57,
        "grt_overflow": 0,
    },
    "power_and_ir_drop": {
        "p_leak_nw": 9.698,
        "irDropWorstVdd_mv": 0.004083,
        "power_density_mw_per_mm2": 8.890,
    },
    "drt": {
        "wirelength_um": 108900,
        "drt_iter0_drc": 2646,
        "drc_errors": 0,
        "wl_per_cell_um": 25.25,
        "vias": 26660,
        "first_pass_iters": 6,
        "ant_nets": 0,
        "avgViaCountPerCell": 6.183,
    },
    "job": {
        "tool_warnings": 159,
        "drv_cap": 0,
    },
    "worst_hold_path": {
        "min_from": "add_en",
        "hp-class": "in2out",
    },
    "placed_design": {
        "port_buffers": 386,
        "hpwl_um": 90930,
        "place_congestion": 1.086,
    },
}
## per-layer routing
metal | GRT usage [%] | vias up | share of wire [%]
li1 | - | 12550 | -
met1 | 43.19 | 12510 | 43
met2 | 50.24 | 1328 | 45
met3 | 4.470 | 244 | 7.8
met4 | 11.14 | 26 | 4.4
met5 | 0 | - | 0.15
## synth_stat cells, types with 19 or more instances
cell type / n
a21oi_1: 492
inv_1: 280
nor2_1: 266
ha_1: 254
nand2_1: 238
o21ai_0: 184
clkbuf_1: 135
nand4_1: 97
o21bai_1: 95
o31ai_1: 88
nor4_1: 87
o22ai_1: 80
xnor2_1: 78
a21o_1: 58
nand3_1: 54
nor2b_1: 50
nor3_1: 50
a211oi_1: 47
a31oi_1: 43
a22oi_1: 33
buf_2: 30
o211ai_1: 30
o21a_1: 26
a221oi_1: 25
and3_1: 23
a21boi_0: 21
nand2b_1: 21
o221ai_1: 20
and2_1: 19
## power breakdown
group           internal, mW  switching (mW)
Clock          0.00000000167               0
Sequential                 0               0
Combinational         0.0863           0.131
Total                 0.0863           0.131
## stage by stage
stage / total power, mW / area (um^2) / std cells / hold slack, ps / worst slack, ps
6_report: 0.2175 / 24470 / 4312 / 32910 / 42520
5_1_grt: 0.2336 / 24470 / 4311 / 32930 / 42490
4_1_cts: 0.2134 / 24470 / 4311 / 32890 / 42680
3_5_place_dp: 0.2118 / 24470 / 4311 / 32880 / 42730
3_3_place_gp: 0.2138 / 24470 / 4311 / 32890 / 42780
2_1_floorplan: 0.1217 / 20030 / 3215 / 32070 / 45210
## kinds of logic (layout without fill, tap and decap cells)
logic type	count (synthesis)	in the layout	share of synthesized area, %
other	0	1	0
adders and majority gates	256	256	16.07
buffers and inverters	471	703	9.203
xor gates and xnor gates	81	81	3.542
and+or+nand+nor	968	968	23.89
muxes	19	19	0.9559
AOI/OAI and AO/OA	1420	1420	46.34
## critical path, cell delays in order
cell	delay [ps]
clkdlybuf4s50_1	440
ha_1	290
fa_1	420
nor2b_1	160
o211ai_1	290
a31oi_1	190
o41ai_1	660
a21oi_1	230
a211oi_1	600
o211ai_1	400
a21oi_1	410
o21ai_1	190
a21oi_1	320
mux2i_1	120
nor3_1	260
clkdlybuf4s50_1	540
## final cells by class
type	count	area share [%]
multi-input combinational	2744	74.40
timing repair buffer	421	16.85
tap	864	4.418
inverter	282	4.326
antenna	1	0.01023
## path summary, 6_finish.rpt
path,depth (start not counted),endpoint,slack [ps]
min,4,Q[12],32910
max,16,Q[72],42520
No activity file was given, so power comes from the tool's default toggle rates.
